==> ./design.v <==
module BAUD_RATE_GEN#(parameter sys_clk=100000000,baud_rate=9600,smp_rate=16)(clk,rst,baud_tick);
input clk,rst;
output reg baud_tick;
localparam count_max=(sys_clk)/(baud_rate*smp_rate);
localparam count_width=$clog2(count_max);
reg [count_width-1:0] count;
always @(posedge clk)
begin
    if(rst)
    begin
        count<=0;
        baud_tick<=0;
    end
    else
    begin
        if(count<count_max-1)
        begin
            count     <= count+1;
            baud_tick <= 0;
        end
        else
        begin
            count<=0;
            baud_tick<=1;
        end
    end
end
endmodule
module DEBOUNCER(sys_clk,in,out);
input sys_clk,in;
output reg out;
reg [24:0] count;
always @(posedge sys_clk)
begin
    if(in)  
    begin
        if(count==10000000)
        begin
            out<=1;
            count<=0;
        end
        else
        begin
            count<=count+1;
            out<=0;
        end
    end
    else
    begin
        out<=0;
        count<=0;
    end
end
endmodule
`timescale 1ns / 1ps
module MULTI_SEG_DISP(
    input sys_clk,
    input [2:0] ndigits,
    input [5:0] in7, in6, in5, in4, in3, in2, in1, in0,
    output reg [7:0] AN,
    output reg [7:0] display_out
);
reg d_clk;
integer i;
always @(posedge sys_clk)
begin
    if(i == 49999)
    begin
        i <= 0;
        d_clk <= ~d_clk;
    end
    else
        i <= i + 1;
end
reg [2:0] count;
always @(posedge d_clk)
begin
    if(count == ndigits - 1)
        count <= 0;
    else
        count <= count + 1;        
end
reg [5:0] temp;
always @(posedge sys_clk)
begin
    case(count)
        3'b000: begin AN <= 8'b11111110; temp <= in0; end
        3'b001: begin AN <= 8'b11111101; temp <= in1; end
        3'b010: begin AN <= 8'b11111011; temp <= in2; end
        3'b011: begin AN <= 8'b11110111; temp <= in3; end
        3'b100: begin AN <= 8'b11101111; temp <= in4; end
        3'b101: begin AN <= 8'b11011111; temp <= in5; end
        3'b110: begin AN <= 8'b10111111; temp <= in6; end
        3'b111: begin AN <= 8'b01111111; temp <= in7; end
        default: begin AN <= 8'b11111111; temp <= 6'd0; end
    endcase
end
always @(posedge sys_clk) begin
    case (temp)
        6'd0  : display_out = 8'b00000011;  
        6'd1  : display_out = 8'b10011111;  
        6'd2  : display_out = 8'b00100101;  
        6'd3  : display_out = 8'b00001101;  
        6'd4  : display_out = 8'b10011001;  
        6'd5  : display_out = 8'b01001001;  
        6'd6  : display_out = 8'b01000001;  
        6'd7  : display_out = 8'b00011111;  
        6'd8  : display_out = 8'b00000001;  
        6'd9  : display_out = 8'b00001001;  
        6'd10 : display_out = 8'b00010001;  
        6'd11 : display_out = 8'b11000001;  
        6'd12 : display_out = 8'b01100011;  
        6'd13 : display_out = 8'b10000101;  
        6'd14 : display_out = 8'b01100001;  
        6'd15 : display_out = 8'b01110001;  
        6'd16 : display_out = 8'b01000011;  
        6'd17 : display_out = 8'b10010011;  
        6'd18 : display_out = 8'b11111011;  
        6'd19 : display_out = 8'b10001111;  
        6'd20 : display_out = 8'b01110111;  
        6'd21 : display_out = 8'b11100011;  
        6'd22 : display_out = 8'b00010101;  
        6'd23 : display_out = 8'b11010101;  
        6'd24 : display_out = 8'b00000011;  
        6'd25 : display_out = 8'b00110001;  
        6'd26 : display_out = 8'b00011001;  
        6'd27 : display_out = 8'b11110101;  
        6'd28 : display_out = 8'b01001001;  
        6'd29 : display_out = 8'b11100001;  
        6'd30 : display_out = 8'b10000011;  
        6'd31 : display_out = 8'b11000011;  
        6'd32 : display_out = 8'b10101011;  
        6'd33 : display_out = 8'b10010001;  
        6'd34 : display_out = 8'b10001001;  
        6'd35 : display_out = 8'b00100101;  
        default: display_out = 8'b11111111;  
    endcase
end
endmodule
module UART_RX#(parameter data_bits=8)(clk,rst,rx,baud_tick,rx_done,data_out);
input clk,rst,rx,baud_tick;
output reg rx_done;
output reg [data_bits-1:0] data_out;
localparam  idle=0,
            start=1,
            data_transfer=2,
            stop=3;
reg [1:0] state;
reg [3:0] baud_count;
reg [2:0] bit_count;
reg [data_bits-1:0] rx_data;  
always @(posedge clk)
begin
    if(rst)
    begin
        state<=idle;
        rx_done<=0;
        baud_count<=0;
        bit_count<=0;
        rx_data<=0;
        data_out<=0;
    end
    else
    begin
        case(state)
            idle:
                begin
                    rx_done<=0;
                    rx_data<=0;
                    if(~rx)
                    begin
                        state<=start;
                        baud_count<=0;
                    end
                end
            start:
                begin
                    if(baud_tick)
                    begin
                        if(baud_count==7)
                        begin
                            baud_count<=0;
                            state<=data_transfer;
                            bit_count<=0;
                        end
                        else
                            baud_count<=baud_count+1;
                    end
                end
            data_transfer:
                begin
                    if(baud_tick)
                    begin
                        if(baud_count==15)
                        begin
                            baud_count<=0;
                            rx_data[bit_count] <= rx;
                            if(bit_count==7)
                            begin
                                bit_count<=0;
                                state<=stop;
                            end
                            else
                            begin
                                bit_count<=bit_count+1;
                            end
                        end
                        else
                            baud_count<=baud_count+1;
                    end
                end
            stop:
                begin
                    if(baud_tick)
                    begin
                        data_out<=rx_data;
                        if(baud_count==15)
                        begin
                            rx_done<=1;
                            state<=idle;
                            baud_count<=0;
                        end
                        else
                            baud_count<=baud_count+1;
                    end
                end   
            default:
                begin
                    state<=idle;
                    data_out<=0;
                end    
        endcase
    end
end
endmodule
module UART_TOP #(parameter data_bits=8)(sys_clk,rst,data_in,start_btn,tx,tx_done,rx,data_out,rx_done,AN,display_out);
input sys_clk,rst,start_btn;
input [data_bits-1:0] data_in;
input rx;
output tx,tx_done,rx_done;
output[data_bits-1:0] data_out;
output [7:0]AN,display_out;
wire tx_start;
wire baud_tick;
DEBOUNCER DEBOUNCING_CKT(sys_clk,start_btn,tx_start);  
BAUD_RATE_GEN#(100000000,9600,16)BAUD_GEN(sys_clk,rst,baud_tick);
UART_TX#(8) TRANSMITTER(sys_clk,rst,baud_tick,tx_start,data_in,tx,tx_done);
UART_RX#(8)RECEIVER(sys_clk,rst,rx,baud_tick,rx_done,data_out);
MULTI_SEG_DISP SEVEN_SEG_DISP(sys_clk,8,data_out[7:4],data_out[3:0],50,50,50,50,data_in[7:4],data_in[3:0],AN,display_out);
endmodule
module UART_TX#(parameter data_bits=8)(clk,rst,baud_tick,tx_start,data_in,tx,tx_done);
input clk,rst,baud_tick,tx_start;
input [data_bits-1:0] data_in;
output reg tx,tx_done;
localparam  idle=0,
            start=1,
            data_transfer=2,
            stop=3;
reg [1:0] state;
reg [3:0] baud_count;
reg [2:0] bit_count;
reg tx_busy;
reg [data_bits-1:0] tx_data;
always @(posedge clk)
begin
    if(rst)
    begin
        state<=idle;
        tx<=1;
        tx_done<=0;
        tx_busy<=0;
    end
    else
    begin
        case(state)
            idle:
                begin
                    if(tx_start)
                    begin
                        tx_data<=data_in;
                        baud_count<=0;
                        state<=start;
                        tx_done<=0;
                        tx_busy<=1;
                    end
                end
            start:
                begin
                    tx<=0;
                    if(baud_tick)
                    begin
                        if(baud_count==15)
                        begin
                            state<=data_transfer;
                            bit_count<=0;
                            baud_count<=0;
                        end
                        else
                            baud_count<=baud_count+1;
                    end
                end
            data_transfer:
                begin
                    if(baud_tick)
                    begin
                        tx<=tx_data[bit_count];
                        if(baud_count==15)
                        begin
                            baud_count<=0;
                            bit_count<=bit_count+1;
                            if(bit_count==data_bits-1)
                            begin
                                state<=stop;
                            end
                        end
                        else
                        begin
                            baud_count<=baud_count+1;
                        end
                    end
                end
            stop:
                begin
                    tx<=1;
                    if(baud_tick)
                    begin
                        if(baud_count==15)
                        begin
                            state<=idle;
                            baud_count<=0;
                            tx_done<=1;
                            tx_busy<=0;
                        end
                        else
                            baud_count<=baud_count+1;
                    end
                end
            default:
                begin
                    state<=idle;
                    tx_busy<=0;
                    tx_done<=0;
                    tx<=1;
                    baud_count<=baud_count;
                end
        endcase
    end
end
endmodule
==> ./run.sh <==
#!/bin/bash
# OpenROAD 26Q1-2900-gdf79404cd8, Yosys 0.63+post, stock flow scripts
make -C /OpenROAD-flow-scripts/flow DESIGN_CONFIG=/design/flow/config.mk WORK_HOME=/design/flow/orfs finish
==> ./config.mk <==
export PLATFORM = sky130hd
export DESIGN_NAME = UART_TOP
export DESIGN_NICKNAME = UART_TOP
export VERILOG_FILES = /design/flow/design.v
export SDC_FILE = /design/flow/constraint.sdc
export NUM_CORES = 4
export LEC_CHECK = 1
export CORE_UTILIZATION = 50
==> ./constraint.sdc <==
current_design UART_TOP

set clk_period 5.1
set clk_io_pct 0.2

create_clock -name clk0 -period $clk_period [get_ports {sys_clk}]

set non_clock_inputs [all_inputs -no_clocks]
set_input_delay [expr $clk_period * $clk_io_pct] -clock clk0 $non_clock_inputs
set_output_delay [expr $clk_period * $clk_io_pct] -clock clk0 [all_outputs]
==> results_dict.tcl <==
# implementation run metrics
set metrics [dict create \
    hold_class "register to register" \
    die_area_mm2 0.0134 \
    area_growth_pct 17.1 \
    power.density_mw_per_mm2 326 \
    clock_latency_ns 0.41 \
    power.switching_mw 0.484 \
    firstDrtPassIters 7 \
    layout_top_cell "dfxtp_1" \
    yosysWarnings 14 \
    setup_viol 0 \
    synth_cell_types 59 \
    setup.worst_path.start_class "register" \
    io_pins 39 \
    met2_usage_pct 32.0 \
    maxCapViolations 0 \
    core-area_mm2 0.0126 \
    drt-total-wl_mm 12.3 \
    setup_tns_ns 0 \
    critical_path_buf_inv_count 1 \
    fp_util_pct 51.4 \
    syn_area_per_cell_um2 9.30 \
    outcome "finished clean" \
    cts_root_buffer "clkbuf_16" \
    cpLargestDelayFamily "buffers and inverters" \
    numSynthFlops 142 \
    pre_cts_ws_ns 2.44 \
    yosys_cells 697 \
    syn_area_mm2 0.00648 \
    die_x_um 116 \
    skew_ns 0.00487 \
    met3_usage_pct 4.74 \
    edf_count 16 \
    async_flop_share_pct 0 \
    portBuffers 37 \
    drt-vias-per-instance 5.41 \
    globalplace.congestion 0.859 \
    pwr-share-comb_pct 2.3 \
    critPathMaxFanout 3 \
    intPower_mw 1.99 \
    slowest_stage "clkdlybuf4s50_1" \
    peakVddDrop_uv 298 \
    hold_viol_final 0 \
    yosysSeqAreaShare_pct 46.3 \
    synth_cells 697 \
    grt_pass1_wl_mm 21.7 \
    htree_levels 4 \
    p_leak_nw 2.70 \
    vias 4911 \
    cts_max_path_buffers 2 \
    ys_area_mm2 0.00648 \
    tightestPinTransition_ns 0.968 \
    grt_max_degree 46 \
    final_cell_mix "dfxtp_1, nor2_1, nand2_1" \
    grt.overflow.total 0 \
    cp-end-kind "output port" \
    rsz0062_at_grt "false" \
    path_clk_slew_ns 0.06 \
    cts_tree "done" \
    gr-max-usage-layer "met2" \
    met1_usage_pct 31.6 \
    worstPathCellList "clkdlybuf4s50_1" \
    fin_crit_sh_pct 45.2 \
    p_clk_share_pct 52.2 \
    wl_per_cell_um 13.6 \
    power_frac_seq_pct 45.6 \
    ff_type "dfxtp_1" \
    worstPathArrival_ns 1.28 \
    fp-row-count 41 \
    max_slew_margin_pct 34.9 \
    max_stage_delay_ns 0.49 \
    antenna_cells 0 \
    unclocked_pins 3 \
    post_cts_buffers 0 \
    timing.final.ws_setup_ns 2.80 \
    untimed_endpoints 12 \
    ctsHoldBuffers 0 \
    total_power_mw 2.47 \
    fp.dieH_um 116 \
    place_hpwl_mm 8.56 \
    grt_usage_pct 20.6 \
    drc 0 \
    ant_nets 0 \
    antenna_found_initial 0 \
    warning_count 40 \
    ctsResizeCount 0 \
    p_sw_share_pct 19.6 \
    drt_iter0_drc 271 \
    crit_required_ns 4.08 \
    period_needed_ns 2.30 \
    grt_pass1_vias 4624 \
    cts_buffers 17 \
    max_freq_mhz 434 \
    setup.worst_path.class "register to output port" \
    slew_viol_final 0 \
    layout-drive-gt1-share_pct 6.67 \
]
==> synthesized netlist by cell type (8+ instances only) <==
cell	instances	area [um2]
ha_1	28	350
inv_1	24	90.1
dfxtp_1	126	2520
and2_1	8	50.1
o21ai_0	18	90.1
xor2_1	32	280
nor3_1	27	135
nand3_1	43	215
and4_1	13	114
nor2_1	58	218
nand2_1	51	191
or4_1	8	60.1
or3_1	8	50.1
nand2b_1	8	50.1
o211ai_1	9	67.6
nand4_1	28	175
a21oi_1	37	185
edfxtp_1	16	480
nor4_1	11	68.8
clkbuf_1	28	105
xnor2_1	22	193
==> worst paths after layout <==
path	startpoint	end	slack (ns)	cells after the start
setup / recovery	RECEIVER.data_out[3]	data_out[3]	2.80	1
hold / removal	BAUD_GEN.count[0]	BAUD_GEN.count[0]	0.46	1
setup reg to reg	BAUD_GEN.baud_tick	RECEIVER.rx_data[6]	3.00	4
hold reg to reg	BAUD_GEN.count[0]	BAUD_GEN.count[0]	0.46	1
==> sequential cells by signal (all words and copies together), names as in the netlist, 3 cells and up <==
register / cells
RECEIVER.bit_count: 3
RECEIVER.baud_count: 4
SEVEN_SEG_DISP.count: 3
DEBOUNCING_CKT.count: 25
TRANSMITTER.tx_data: 8
SEVEN_SEG_DISP.display_out: 7
TRANSMITTER.state: 4
RECEIVER.rx_data: 8
BAUD_GEN.count: 10
TRANSMITTER.bit_count: 3
SEVEN_SEG_DISP.i: 32
SEVEN_SEG_DISP.AN: 8
TRANSMITTER.baud_count: 4
RECEIVER.state: 4
SEVEN_SEG_DISP.temp: 5
RECEIVER.data_out: 8
==> through the flow <==
| step | cells | hold WS, ns | cell area (um2) | utilization [%] |
|---|---|---|---|---|
| after floorplan | 697 | 0.423 | 6480 | - |
| after global placement | 875 | 0.431 | 6950 | 55.1 |
| after global routing | 907 | 0.504 | 7590 | 60.1 |
| final | 907 | 0.456 | 7590 | 60.1 |
| after detailed placement | 875 | 0.451 | 6950 | 55.1 |
| after CTS | 907 | 0.459 | 7590 | 60.1 |
==> power groups by stage <==
stage	Sequential, mW	Combinational [mW]	Clock [mW]
global route	1.13	0.0630	1.37
finish	1.13	0.0556	1.29
CTS	1.13	0.0561	1.31
==> logic make-up after synthesis <==
family | after synthesis | synth area share (%)
adder cells (fa/ha/maj) | 28 | 5.40
multiplexers | 12 | 2.49
other | 1 | 0.0578
buffers and inverters | 57 | 3.47
XOR/XNOR | 54 | 7.30
AND/OR/NAND/NOR | 302 | 25.1
AND-OR/OR-AND | 101 | 9.81
flip-flops | 142 | 46.3
==> layout make-up <==
cell class | instances | area, um2
Clock buffer | 22 | 505
Multi-Input combinational cell | 498 | 3250
Tap cell | 172 | 215
Fill cell | 1094 | 5030
Timing Repair Buffer | 39 | 385
Inverter | 24 | 90.1
Clock inverter | 10 | 135
Sequential cell | 142 | 3000
==> per-layer routing <==
metal	wire (um)	part of all wire, %	vias to the layer above
li1	-	-	2568
met1	6090	50	2259
met2	5550	45	77
met3	545	4.4	7
met4	114	0.93	0
met5	0	0	-
Power figures rest on the tool's default switching activity, not on a simulated workload.
